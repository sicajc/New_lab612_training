$ cat design.v
`timescale 1ns/10ps
module LBP ( clk, reset, gray_addr, gray_req, gray_ready, gray_data, lbp_addr, lbp_valid, lbp_data, finish);
input   	        clk;
input   	        reset;
output  reg[13:0] 	gray_addr;
output  reg       	gray_req;
input   	        gray_ready;
input   [7:0] 	    gray_data;
output  reg[13:0] 	lbp_addr;
output  reg	        lbp_valid;
output  reg[7:0] 	lbp_data;
output  reg	        finish;
parameter BYTE = 8 ;
parameter WORD = 8 ;
parameter PTR_WIDTH = BYTE;
parameter CNT_WIDTH = BYTE;
parameter IMG_WIDTH = 128;
localparam IDLE                      = 6'b000001 ;
localparam RD_CENTER                 = 6'b000010 ;
localparam RD_SURROUND_PIXEL         = 6'b000100 ;
localparam ACC                       = 6'b001000 ;
localparam WB                        = 6'b010000 ;
localparam DONE                      = 6'b100000 ;
reg [7:0] l1_curState,l1_nxtState;
wire state_IDLE                          =  l1_curState [0];
wire state_RD_CENTER                     =  l1_curState [1];
wire state_RD_SURROUND_PIXEL             =  l1_curState [2];
wire state_ACC                           =  l1_curState [3];
wire state_WB                            =  l1_curState [4];
wire state_DONE                          =  l1_curState [5];
reg[PTR_WIDTH-1:0] row_ptr;
reg[PTR_WIDTH-1:0] col_ptr;
reg[PTR_WIDTH-1:0] offset_row;
reg[PTR_WIDTH-1:0] offset_col;
reg[PTR_WIDTH-1:0] offset_cnt;
reg[WORD-1:0] surrounding_pixel_value;
reg[WORD-1:0] acc_ff;
reg[WORD-1:0] center_pixel_ff;
reg[WORD-1:0] surrounding_pixel_ff;
reg[WORD-1:0] result_buf;
wire imgRightBoundReach_f = (col_ptr == (IMG_WIDTH-2));
wire imgBottomBoundReach_f = (row_ptr == (IMG_WIDTH-2));
wire acc_done_f = offset_cnt == 7;
wire lbp_done_f = imgRightBoundReach_f && imgBottomBoundReach_f;
always @(posedge clk or posedge reset)
begin:L1_FSM
    #5;
    if(reset)
    begin
        l1_curState <=  IDLE;
    end
    else
    begin
        l1_curState <=  l1_nxtState;
    end
end
always @(*)
begin:L1_FSM_NXT
    case(l1_curState)
        IDLE:
        begin
            l1_nxtState =  gray_ready ?  RD_CENTER : IDLE;
            finish = 0;
        end
        RD_CENTER:
        begin
            l1_nxtState = RD_SURROUND_PIXEL;
            finish = 0;
        end
        RD_SURROUND_PIXEL:
        begin
            l1_nxtState = ACC;
            finish = 0;
        end
        ACC:
        begin
            l1_nxtState = acc_done_f ? WB : RD_SURROUND_PIXEL ;
            finish = 0;
        end
        WB:
        begin
            l1_nxtState = lbp_done_f ? DONE : RD_CENTER;
            finish = 0;
        end
        DONE:
        begin
            l1_nxtState = IDLE;
            finish = 1;
        end
        default:
        begin
            l1_nxtState = IDLE;
            finish = 0;
        end
    endcase
end
always @(posedge clk or posedge reset)
begin: LBP_MEM_CTR
    if(reset)
    begin
        lbp_addr  <= 'd0;
        lbp_data  <= 'd0;
        lbp_valid <= 'd0;
    end
    else
    begin
        lbp_addr  <= state_WB ? row_ptr*(IMG_WIDTH) + col_ptr : 'dz;
        lbp_data  <= acc_ff;
        lbp_valid <= state_WB;
    end
end
always @(*)
begin: GRAY_MEM_CTR
    if(state_RD_CENTER)
    begin
        gray_addr = row_ptr * (IMG_WIDTH) + col_ptr;
    end
    else if(state_RD_SURROUND_PIXEL)
    begin
        gray_addr = offset_row * (IMG_WIDTH) + offset_col;
    end
    else
    begin
        gray_addr = 'dz;
    end
    gray_req  = state_RD_CENTER || state_RD_SURROUND_PIXEL;
end
always @(posedge clk or posedge reset)
begin: OFFFSET_CNT
    #5;
    if(reset)
    begin
        offset_cnt <= 0;
    end
    else if(state_RD_CENTER)
    begin
        offset_cnt <= 0;
    end
    else if(state_ACC)
    begin
        offset_cnt <= offset_cnt + 1;
    end
    else
    begin
        offset_cnt <= offset_cnt;
    end
end
always @(posedge clk or posedge reset)
begin: PTRS
    #5;
    if(reset)
    begin
        row_ptr <= 1;
        col_ptr <= 1;
    end
    else if(state_WB)
    begin
        row_ptr <= imgRightBoundReach_f ? row_ptr+1 : row_ptr;
        col_ptr <= imgRightBoundReach_f ? 1 : col_ptr + 1;
    end
    else
    begin
        row_ptr <= row_ptr;
        col_ptr <= col_ptr;
    end
end
always @(*)
begin: DET_PIXEL_VALUE
    case(offset_cnt)
        'd0:
        begin
            surrounding_pixel_value = 8'b0000_0001;
            offset_row = row_ptr - 1;
            offset_col = col_ptr - 1;
        end
        'd1:
        begin
            surrounding_pixel_value = 8'b0000_0010;
            offset_row = row_ptr - 1;
            offset_col = col_ptr;
        end
        'd2:
        begin
            surrounding_pixel_value = 8'b0000_0100;
            offset_row = row_ptr - 1;
            offset_col = col_ptr + 1;
        end
        'd3:
        begin
            surrounding_pixel_value = 8'b0000_1000;
            offset_row = row_ptr;
            offset_col = col_ptr - 1;
        end
        'd4:
        begin
            surrounding_pixel_value = 8'b0001_0000;
            offset_row = row_ptr;
            offset_col = col_ptr+1;
        end
        'd5:
        begin
            surrounding_pixel_value = 8'b0010_0000;
            offset_row = row_ptr+1;
            offset_col = col_ptr-1;
        end
        'd6:
        begin
            surrounding_pixel_value = 8'b0100_0000;
            offset_row = row_ptr+1;
            offset_col = col_ptr;
        end
        'd7:
        begin
            surrounding_pixel_value = 8'b1000_0000;
            offset_row = row_ptr+1;
            offset_col = col_ptr+1;
        end
        default:
        begin
            surrounding_pixel_value = 8'b0000_0001;
            offset_row = row_ptr;
            offset_col = col_ptr;
        end
    endcase
end
always @(posedge clk or posedge reset)
begin: RD_GRAY_DATA
    #5;
    if(reset)
    begin
        center_pixel_ff <= 8'd0;
        surrounding_pixel_ff <= 8'd0;
    end
    else if(state_RD_CENTER)
    begin
        center_pixel_ff <= gray_data;
        surrounding_pixel_ff <= surrounding_pixel_ff;
    end
    else if(state_RD_SURROUND_PIXEL)
    begin
        center_pixel_ff <= center_pixel_ff;
        surrounding_pixel_ff <= gray_data;
    end
    else
    begin
        center_pixel_ff <= center_pixel_ff;
        surrounding_pixel_ff <= surrounding_pixel_ff;
    end
end
always @(posedge clk or posedge reset)
begin: ACCUMULATION
    #5;
    if(reset)
    begin
        acc_ff <= 8'd0;
    end
    else if(state_ACC)
    begin
        acc_ff <= (surrounding_pixel_ff >= center_pixel_ff) ? (surrounding_pixel_value + acc_ff) : acc_ff;
    end
    else if(state_RD_CENTER)
    begin
        acc_ff <= 8'd0;
    end
    else
    begin
        acc_ff <= acc_ff;
    end
end
endmodule
$ cat run.sh
#!/bin/bash
# OpenROAD 26Q1-2900-gdf79404cd8, Yosys 0.63+post, stock flow scripts
make -C /OpenROAD-flow-scripts/flow DESIGN_CONFIG=/design/flow/config.mk WORK_HOME=/design/flow/orfs finish
$ cat config.mk
export PLATFORM = sky130hd
export DESIGN_NAME = LBP
export DESIGN_NICKNAME = LBP
export VERILOG_FILES = /design/flow/design.v
export SDC_FILE = /design/flow/constraint.sdc
export NUM_CORES = 4
export LEC_CHECK = 1
export CORE_UTILIZATION = 30
$ cat constraint.sdc
current_design LBP

set clk_period 4.7
set clk_io_pct 0.2

create_clock -name clk0 -period $clk_period [get_ports {clk}]

set non_clock_inputs [all_inputs -no_clocks]
set_input_delay [expr $clk_period * $clk_io_pct] -clock clk0 $non_clock_inputs
set_output_delay [expr $clk_period * $clk_io_pct] -clock clk0 [all_outputs]
==> Implementation_results.wiki <==
== Implementation results ==
{| class="wikitable"
! Metric !! Value
|-
| Max-cap violations || 0
|-
| Proportion of netlist area held by the largest area contributor || about two fifths
|-
| Cell leakage power || 2.52 nW
|-
| Clock buffers created by TritonCTS || 9
|-
| Max Clock Freq || 0.218 GHz
|-
| Cell area after technology mapping || ~4500 um2
|-
| Final tally of max-slew violations || 0
|-
| Power density over cell area || around 500 nW/um2
|-
| Global-route met2 utilization || a little over a fifth
|-
| Synth cell count leaders || 74 x sky130_fd_sc_hd__dfrtp_1, 39 x sky130_fd_sc_hd__nand2_1, 29 x sky130_fd_sc_hd__ha_1, 29 x sky130_fd_sc_hd__inv_1, 29 x sky130_fd_sc_hd__o21ai_0
|-
| Pin count of the biggest net entering global routing || between 50 and 60
|-
| Critical setup path kind || reg2out
|-
| RSZ-0062 raised after global routing || yes
|-
| Synth Seq Share || between 40% and 50%
|-
| Chip Height || 125 um
|-
| Post-Route WL || ~10,000 um
|-
| Htree depth || 3
|-
| Maximum vdd drop || about 0.19 mV
|-
| Final Hold Vio Count || 0
|-
| CTS Root Buffer Type || sky130_fd_sc_hd__clkbuf_16
|-
| Critical path endpoint category || output port
|-
| Grt met1 use || a little over a fifth
|-
| Yosys stat area || approximately 4500 um2
|-
| Initial antenna violation count || 0
|-
| Post-layout period usage || a little over nine tenths
|-
| Number of cells in Yosys stat || about 470
|-
| Global route total overflow || 0
|-
| Final critical delay including setup and external delays || ~4.6 ns
|-
| Number of instances in the synthesized netlist || roughly 470
|-
| Endpoint required time on the critical path || around 3.8 ns
|-
| Number of antenna diodes || 0
|-
| Outcome || finished clean
|-
| Clock slew at reported path FFs || 0.06 ns
|-
| Global placement routability congestion || between 0.8 and 0.9
|-
| Origin of the worst min-delay path || acc_ff[7]
|-
| Dominant Register Cell || sky130_fd_sc_hd__dfrtp_1
|-
| Total power consumption of the routed design || between 2 and 3 mW
|-
| Count of buffers inserted at the top-level ports || between 40 and 50
|-
| DP Cell Count || 697
|-
| Mux cell area share after synthesis || 4.50%
|-
| TritonCTS clock tree || yes
|-
| Floorplan Utilization || 30.9%
|-
| Overall chip area || ~16,000 um2
|-
| Flops out of synthesis || 77
|-
| Number of DRC markers after the initial detailed-route iteration || 396
|-
| Area share of and/or/nand/nor cells after synthesis || approximately 18%
|-
| Final setup violating endpoints || 0
|-
| Clock skew || ~0.008 ns
|-
| Hold buffers post-CTS || 0
|-
| Routed length per placed instance || 14.6 um
|-
| Width of the die || approximately 120 um
|-
| Share of layout cells above drive strength 1 || about 13%
|-
| Grt met3 use || under 10%
|-
| Source of the critical timing path || offset_cnt[4]
|-
| Cell taking the most area after synthesis || sky130_fd_sc_hd__dfrtp_1
|-
| Layer with the highest usage || met2
|-
| Overall via count from detail_route || between 3,000 and 4,000
|-
| Mean post-synth cell area || around 9.6 um2
|-
| Number of warnings in the stage logs || 33
|-
| Worst hold margin || between 0.4 and 0.5 ns
|-
| Async set-reset flop share out of synthesis || 100%
|-
| Number of remaining DRC errors || 0
|-
| CP max FO || 5
|-
| Transition time at the pin with the least slew margin || ~0.90 ns
|-
| Final core utilization || 39.0%
|-
| Signal arrival time at the worst endpoint || 3.65 ns
|-
| Core area || 14,600 um2
|-
| Boundary pin count || about 50
|-
| Number of cell rows || 44
|-
| Iteration tally of the first detailed-router pass || 5
|-
| Number of enable-type register cells in the synthesized netlist || 0
|-
| Clock tree sinks || between 70 and 80
|-
| Post-synthesis compound-gate area fraction || between 10% and 20%
|-
| Worst slew margin relative to its limit || around two fifths
|-
| Via count of the first global-routing pass || 3,562
|-
| Number of inserted filler cells in the final layout || ~1,300
|-
| Final worst slack || 0.115 ns
|-
| Remaining antenna violation count || 0
|-
| Wire length of the first global-routing pass || approximately 18,000 um
|-
| Overall global routing resource usage || roughly 14%
|-
| Logic family by area || simple AND/OR/NAND/NOR gates
|-
| Hold Crit Class || reg2reg
|-
| Top cells by area || sky130_fd_sc_hd__dfrtp_1 41%, sky130_fd_sc_hd__ha_1 8.1%, sky130_fd_sc_hd__xnor2_1 3.3%
|-
| FA/HA/MAJ Cells, Area Fraction || 8.50%
|-
| Non-filler cells, final || just over 700
|-
| Number of library cell types mapped by synthesis || 66
|-
| Count leader, synth || sky130_fd_sc_hd__dfrtp_1
|-
| Max clock buf depth || 2
|-
| Fraction of synthesized cell area in xor and xnor cells || approximately 5.6%
|-
| Synthesis Warnings || 3
|-
| Post-Place Setup Slack || roughly 0.15 ns
|-
| Via density || 5.08
|-
| Worst-skew pair later-pin latency || around 0.34 ns
|-
| DP HPWL || between 7000 and 8000 um
|-
| Worst Setup Start Kind || register
|-
| Reg2reg start || offset_cnt[4]
|-
| Signed area change from the synthesized netlist to the final layout || 26.4%
|}
power by group:
part	internal, mW	switching [mW]
Sequential	0.760	0.0554
Clock	0.484	0.283
Combinational	0.714	0.566
cell usage in the layout (no fill, tap or decap), types with 5 or more instances in the layout:
cell,Yosys,final
sky130_fd_sc_hd__or3_1,11,11
sky130_fd_sc_hd__nor2_1,25,25
sky130_fd_sc_hd__clkdlybuf4s50_1,0,49
sky130_fd_sc_hd__nand2_1,39,39
sky130_fd_sc_hd__o21ai_0,29,28
sky130_fd_sc_hd__a31oi_1,5,5
sky130_fd_sc_hd__ha_1,29,27
sky130_fd_sc_hd__nor3_1,13,11
sky130_fd_sc_hd__and3_1,11,11
sky130_fd_sc_hd__xor2_1,12,12
sky130_fd_sc_hd__buf_4,2,21
sky130_fd_sc_hd__mux2i_1,9,9
sky130_fd_sc_hd__clkbuf_16,0,9
sky130_fd_sc_hd__dfrtp_1,74,72
sky130_fd_sc_hd__inv_1,29,28
sky130_fd_sc_hd__nand3_1,20,20
sky130_fd_sc_hd__mux2_2,10,10
sky130_fd_sc_hd__o22ai_1,6,6
sky130_fd_sc_hd__xnor2_1,17,17
sky130_fd_sc_hd__a21oi_1,27,27
flip-flops by register name (all words and copies together) (netlist names):
register,flops
surrounding_pixel_ff,8
row_ptr,8
lbp_valid,1
center_pixel_ff,8
lbp_data,8
acc_ff,8
col_ptr,8
lbp_addr,14
l1_curState,6
offset_cnt,8
timing repair:
action	CTS	global route
buffers inserted	0	5
endpoints found under the setup margin	1	4
resized	6	9
pin swaps	0	8
cell families after synthesis:
kind of cell / Yosys count
adders and majority gates: 30
muxes: 19
DFF: 77
buffers and inverters: 52
AOI/OAI and AO/OA: 111
xor gates and xnor gates: 29
and+or+nand+nor: 153
metrics by stage:
| stage | TNS (ns) | instance area [um2] |
|---|---|---|
| 3_3_place_gp | 0 | 5250 |
| 4_1_cts | 0 | 5610 |
| 6_report | 0 | 5690 |
| 2_1_floorplan | 0 | 4500 |
| 3_5_place_dp | 0 | 5250 |
| 5_1_grt | -0.173 | 5690 |
cell type report:
class	count	area, um2	area share (%)
clock buffer	10	239	4.20
tap	184	230	4.05
sequential	77	1930	34.0
timing repair buffer	70	648	11.4
inverter	29	109	1.91
clock inverter	6	91.3	1.61
multi-input combinational	342	2440	42.9
worst max-delay path: stages, from the launching register on:
cell and delay [ns]:
sky130_fd_sc_hd__dfrtp_2 0.44, sky130_fd_sc_hd__or4_4 0.52, sky130_fd_sc_hd__nor4b_4 0.39, sky130_fd_sc_hd__buf_4 0.18, sky130_fd_sc_hd__a311o_1 0.15, sky130_fd_sc_hd__a221oi_1 0.09, sky130_fd_sc_hd__a21oi_1 0.16, sky130_fd_sc_hd__ha_2 0.23
sky130_fd_sc_hd__ha_4 0.16, sky130_fd_sc_hd__inv_1 0.05, sky130_fd_sc_hd__a221oi_2 0.22, sky130_fd_sc_hd__nor2_1 0.08, sky130_fd_sc_hd__a211oi_2 0.15, sky130_fd_sc_hd__clkdlybuf4s50_1 0.49
worst paths after layout:
check / depth (start not counted) / slack, ns / end
min reg2reg: 0 / 0.40 / lbp_data[7]
max reg2reg: 12 / 1.18 / acc_ff[7]
max in group asynchronous: 3 / 2.65 / offset_cnt[5]
min in group asynchronous: 2 / 0.93 / lbp_addr[5]
max: 13 / 0.11 / gray_addr[11]
min: 0 / 0.40 / lbp_data[7]
per-layer routing:
layer  vias to the layer above  part of all wire (%)
li1                       1813                     -
met1                      1756                    48
met2                        73                    47
met3                         9                   4.2
met4                         0                   1.1
met5                         -                     0
No activity file was given, so power comes from the tool's default toggle rates.

===== flow/config.mk =====
export PLATFORM = sky130hd
export DESIGN_NAME = JAM
export DESIGN_NICKNAME = JAM
export VERILOG_FILES = /design/flow/design.v
export SDC_FILE = /design/flow/constraint.sdc
export NUM_CORES = 4
export LEC_CHECK = 1
export CORE_UTILIZATION = 30

===== flow/constraint.sdc =====
current_design JAM

set clk_period 8.9
set clk_io_pct 0.2

create_clock -name clk0 -period $clk_period [get_ports {CLK}]

set non_clock_inputs [all_inputs -no_clocks]
set_input_delay [expr $clk_period * $clk_io_pct] -clock clk0 $non_clock_inputs
set_output_delay [expr $clk_period * $clk_io_pct] -clock clk0 [all_outputs]

===== flow/design.v =====
module JAM (
           input CLK,
           input RST,
           output  [2:0] W,
           output  [2:0] J,
           input [6:0] Cost,
           output reg [3:0] MatchCount,
           output  reg[9:0] MinCost,
           output  Valid );
parameter MAX_COMBINATIONS = 40320;
reg[2:0] workIndexCnt;
reg[11:0] permutationCnt;
reg[2:0] headPTR;
reg[2:0] tailPTR;
reg[2:0] pivot;
wire[2:0] headValue = J_tempSequenceReg[headPTR];
wire[2:0] tailValue = J_tempSequenceReg[tailPTR];
wire[2:0] pivotValue = J_SequenceReg[pivot];
wire STATE_FIND_PIVOT_SET_TAILHEAD = workIndexCnt == 'd0;
wire STATE_SWITCH_PIVOT            = workIndexCnt >= 'd1 || workIndexCnt <= 'd4;
wire STATE_SWITCH_PIVOT_SWAP       = workIndexCnt == 'd5;
wire STATE_FLIP                    = workIndexCnt == 'd6;
wire STATE_WB                      = workIndexCnt == 'd7;
wire STATE_DONE                    = (permutationCnt == MAX_COMBINATIONS - 1);
reg[3:0] currentState,nextState;
wire switch_gt_MINdone_flag = STATE_SWITCH_PIVOT_SWAP;
wire PTR_met_flag = (headPTR +'d1) == tailPTR || headPTR == tailPTR;
wire MIN_COST_CalculationDone_flag = STATE_WB;
always @(posedge CLK)
begin
    workIndexCnt <= RST ? 'd0 : (STATE_DONE ? workIndexCnt : (MIN_COST_CalculationDone_flag ?  'd0 : workIndexCnt + 'd1));
end
always @(posedge CLK)
begin
    permutationCnt <= RST ? 'd0 : MIN_COST_CalculationDone_flag ? permutationCnt + 'd1 : permutationCnt;
end
always @(posedge CLK )
begin
    if(RST)
    begin
        headPTR <= 'd0;
    end
    else if(STATE_FIND_PIVOT_SET_TAILHEAD)
    begin
        headPTR <= pivot + 'd1;
    end
    else if(STATE_SWITCH_PIVOT)
    begin
        headPTR <= PTR_met_flag ?  headPTR :  headPTR + 'd1;
    end
    else
    begin
        headPTR <= headPTR;
    end
end
always @(posedge CLK)
begin
    if(RST)
    begin
        tailPTR <= 'd0;
    end
    else if(STATE_FIND_PIVOT_SET_TAILHEAD)
    begin
        tailPTR <= 'd7;
    end
    else if(STATE_SWITCH_PIVOT)
    begin
        tailPTR <= PTR_met_flag ?  tailPTR :  tailPTR - 'd1;
    end
    else
    begin
        tailPTR <= tailPTR;
    end
end
assign W = workIndexCnt;
assign J = J_SequenceReg[workIndexCnt];
assign Valid = STATE_DONE;
reg[2:0] J_SequenceReg;
reg[2:0] J_tempSequenceReg;
reg[9:0] localCostReg_rd;
integer i;
always @(posedge CLK)
begin
    for(i=0;i<8;i=i+1)
    begin
        if(RST)
        begin
            J_SequenceReg[i] <= i;
        end
        else if(STATE_WB)
        begin
            J_SequenceReg[i] <= J_tempSequenceReg[i];
        end
        else
        begin
            J_SequenceReg[i] <= J_SequenceReg[i];
        end
    end
end
wire tempValueUnChanged = (tempValueReg == 'd8);
always @(posedge CLK)
begin
    for(i=0;i<8;i=i+1)
    begin
        if(RST)
        begin
            J_tempSequenceReg[i] <= i;
        end
        else if(STATE_SWITCH_PIVOT_SWAP)
        begin
            if(tempValueUnChanged)
            begin
                J_tempSequenceReg[i] <= J_tempSequenceReg[i];
            end
            else
            begin
                J_tempSequenceReg[pivot] <= tempValueReg;
                J_tempSequenceReg[tempIndexReg] <= pivotValue;
            end
        end
        else if(STATE_FLIP)
        begin
            case(pivot)
                'd0:
                begin
                    J_tempSequenceReg[1] <= J_tempSequenceReg[7] ;
                    J_tempSequenceReg[7] <= J_tempSequenceReg[1] ;
                    J_tempSequenceReg[2] <= J_tempSequenceReg[6] ;
                    J_tempSequenceReg[6] <= J_tempSequenceReg[2] ;
                    J_tempSequenceReg[3] <= J_tempSequenceReg[5] ;
                    J_tempSequenceReg[5] <= J_tempSequenceReg[3] ;
                end
                'd1:
                begin
                    J_tempSequenceReg[2] <= J_tempSequenceReg[7] ;
                    J_tempSequenceReg[7] <= J_tempSequenceReg[2] ;
                    J_tempSequenceReg[3] <= J_tempSequenceReg[6] ;
                    J_tempSequenceReg[6] <= J_tempSequenceReg[3] ;
                    J_tempSequenceReg[4] <= J_tempSequenceReg[5] ;
                    J_tempSequenceReg[5] <= J_tempSequenceReg[4] ;
                end
                'd2:
                begin
                    J_tempSequenceReg[3] <= J_tempSequenceReg[7] ;
                    J_tempSequenceReg[7] <= J_tempSequenceReg[3] ;
                    J_tempSequenceReg[4] <= J_tempSequenceReg[6] ;
                    J_tempSequenceReg[6] <= J_tempSequenceReg[4] ;
                end
                'd3:
                begin
                    J_tempSequenceReg[4] <= J_tempSequenceReg[7] ;
                    J_tempSequenceReg[7] <= J_tempSequenceReg[4] ;
                    J_tempSequenceReg[5] <= J_tempSequenceReg[6] ;
                    J_tempSequenceReg[6] <= J_tempSequenceReg[5] ;
                end
                'd4:
                begin
                    J_tempSequenceReg[5] <= J_tempSequenceReg[7] ;
                    J_tempSequenceReg[7] <= J_tempSequenceReg[5] ;
                end
                'd5:
                begin
                    J_tempSequenceReg[6] <= J_tempSequenceReg[7] ;
                    J_tempSequenceReg[7] <= J_tempSequenceReg[6] ;
                end
                default:
                begin
                    J_tempSequenceReg[i] <= J_tempSequenceReg[i];
                end
            endcase
        end
        else
        begin
            J_tempSequenceReg[i] <= J_tempSequenceReg[i];
        end
    end
end
wire[9:0] localCost = localCostReg_rd + Cost;
wire[9:0] localCostReg_wr  = MIN_COST_CalculationDone_flag ? 'd0 : localCost;
always @(posedge CLK )
begin
    localCostReg_rd <= RST ? 'd0 : localCostReg_wr;
end
wire localCost_eq_MinCost_flag = (localCost == MinCost);
wire[3:0] MatchCount_localCost_eq_action = (localCost_eq_MinCost_flag ? MatchCount + 'd1 :MatchCount) ;
wire[3:0] MatchCount_localCost_lt_action = (localCost_lt_MinCost_flag ? 'd1 :  MatchCount_localCost_eq_action) ;
wire localCost_lt_MinCost_flag = (localCost < MinCost);
wire[9:0] LocalCost_lt_action = ( localCost_lt_MinCost_flag ? localCost : MinCost) ;
always @(posedge CLK)
begin
    MinCost <= RST ? 'd1023 : (MIN_COST_CalculationDone_flag ? LocalCost_lt_action : MinCost);
end
always @(posedge CLK)
begin
    MatchCount <= RST ? 'd0 : (MIN_COST_CalculationDone_flag ? MatchCount_localCost_lt_action: MatchCount);
end
reg[6:0] FindPivotBitstream;
always @(*)
begin
    for(i=0;i<7;i=i+1)
    begin
        FindPivotBitstream[i] = (J_SequenceReg[i] < J_SequenceReg[i+1]);
    end
end
always @(*)
begin
    casex(FindPivotBitstream)
        7'b1xxxxxx:
            pivot = 'd7;
        7'b01xxxxx:
            pivot = 'd6;
        7'b001xxxx:
            pivot = 'd5;
        7'b0001xxx:
            pivot = 'd4;
        7'b00001xx:
            pivot = 'd3;
        7'b000001x:
            pivot = 'd2;
        7'b0000001:
            pivot = 'd1;
        default:
            pivot = 'd0;
    endcase
end
reg[3:0] MinMaxComparedValue;
reg[3:0] MinMaxComparedIndex;
reg[3:0] tempValueReg;
reg[3:0] tempIndexReg;
wire head_gt_pivot_flag = headValue > pivotValue;
wire tail_gt_pivot_flag = tailValue > pivotValue;
wire head_lt_tail_flag  = headValue < tailValue ;
wire headOrTail_lt_temp_flag = MinMaxComparedValue < tempValueReg;
always @(*)
begin
    case({head_gt_pivot_flag,tail_gt_pivot_flag})
        2'b11:
        begin
            MinMaxComparedValue = head_lt_tail_flag ? headValue : tailValue;
            MinMaxComparedIndex = head_lt_tail_flag ? headPTR : tailPTR;
        end
        2'b10:
        begin
            MinMaxComparedValue = headValue;
            MinMaxComparedIndex = headPTR;
        end
        2'b01:
        begin
            MinMaxComparedValue = tailValue;
            MinMaxComparedIndex = tailPTR;
        end
        default:
        begin
            MinMaxComparedValue = pivotValue;
            MinMaxComparedIndex = pivot;
        end
    endcase
end
always @(posedge CLK)
begin
    if(RST || STATE_FIND_PIVOT_SET_TAILHEAD)
    begin
        tempValueReg <= 'd8;
    end
    else if(STATE_SWITCH_PIVOT)
    begin
        tempValueReg <=  headOrTail_lt_temp_flag ? MinMaxComparedValue : tempValueReg;
    end
    else
    begin
        tempValueReg <= tempValueReg;
    end
end
always @(posedge CLK)
begin
    if(RST || STATE_FIND_PIVOT_SET_TAILHEAD)
    begin
        tempIndexReg <= 'd8;
    end
    else if(STATE_SWITCH_PIVOT)
    begin
        tempIndexReg <=  headOrTail_lt_temp_flag ? MinMaxComparedIndex : tempIndexReg;
    end
    else
    begin
        tempIndexReg <= tempIndexReg;
    end
end
endmodule

===== flow/run.sh =====
#!/bin/bash
# OpenROAD 26Q1-2900-gdf79404cd8, Yosys 0.63+post, stock flow scripts
make -C /OpenROAD-flow-scripts/flow DESIGN_CONFIG=/design/flow/config.mk WORK_HOME=/design/flow/orfs finish

==> summary.txt <==
Reports from this run.

- The post-cts resize count is 0.
- The routed layout has 2,259 vias.
- The number of cells in Yosys stat reads 318.
- The share of the synthesized area in the top cell type reads 32.09%.
- The wire length reported by the detailed router reads 5747 um.
- The wire length per cell reads 12.80 um.
- Measured along the x axis, the die boundary spans 97.66 um.
- Once detail routing completed, the nets flagged for antenna violations numbered 0.
- The worst path meets setup with 3.894 ns of slack.
- The stage delay of the slowest cell on the critical path reads 0.48 ns.
- Overall routing resource usage recorded by global route was 12.63%.
- The filler cell count in the final layout is 870.
- STA lists the startpoint of the worst register-to-register path as localCostReg_rd[0]$_SDFF_PP0_.
- The cell repeated most along the worst path is sky130_fd_sc_hd__ha_1.
- The cell with the most instances after synthesis reads sky130_fd_sc_hd__dfxtp_1.
- Per STA, the worst path is made up of clkdlybuf4s50_1 -> ha_1 -> fa_1 -> a21oi_1 -> o21ai_0 -> a211o_1 -> and3_1 -> inv_1 -> ha_1 -> nand4_1 -> nor2_1 -> a221o_1 -> o21bai_2 -> o22a_1.
- The worst-margin pin slew is 0.7413 ns.
- The average size of a mapped cell reads 8.632 sq um.
- Internal power comes to 0.3996 mW.
- The post-synthesis async set-or-reset flop share reads 0%.
- Combinational cells account for 42.8% of the total power.
- The initial standard-cell utilization of the core is 31.17%.
- The number of failing hold endpoints at the final stage reads 0.
- The CTS tree is built.
- The count of final max-slew check failures is 0.
- Per the detail_route report, inserted antenna diodes total 0.
- The highest clock frequency the design can meet is 199.8 MHz.
- The relative area change from synthesis to final layout is 15.45%.
- The shortest period the worst path allows is 5.006 ns.
- The first-pass detailed-route iteration total reads 21.
- The terminating pin of the worst hold path reads MinCost[7]$_SDFFE_PP1P_.
- The hold path depth reads 1.
- The clock share of power is 18.6%.
- The warning tally printed by Yosys for this design is 1,336.
- During I/O placement, the number of pins put on the boundary was 30.
- The switching portion of total power comes to 39.25%.
- The data required time at the worst endpoint is 9.15 ns.
- STA classifies the critical path startpoint as an input pin.
- The remaining max-slew budget at the tightest pin reads 50.43%.
- The wire length on met2 is 2629 um.
- The setup slack on the worst flop-to-flop path is 5.51 ns.
- The post-route met1 wirelength is 2812 um.
- The tool warning count for the run is 29.
- The number of remaining DRC errors reads 0.
- The layout summary lists the proportion of cells stronger than drive strength 1 as 4.692%.
- The worst setup timing slack at the placement stage is 3.593 ns.
- The count of cell types in the netlist is 57.
- STA classifies the critical path endpoint as a flip-flop.
- The number of hold-repair buffers added at the cts stage reads 0.
- The run finished with clean final reports.
- The later-pin clock latency in the skew report reads 0.30 ns.
- The total design power reads 0.6579 mW.
- For this run, the detailed router reports a per-instance via density of 5.031.
- The run reported a max-capacitance violation count of 0.
- The final total negative setup slack reads 0 ns.
- The area taken by sequential standard cells is reported as 880.8 sq um.
- The worst VDD IR drop from the latest analysis is 0.08078 mV.
- The routability-driven placement congestion ratio is 0.8076.
- Yosys attributes the largest share of cell area to sky130_fd_sc_hd__dfxtp_1 (32%), sky130_fd_sc_hd__ha_1 (13%), sky130_fd_sc_hd__inv_1 (4.9%).
- The final-report setup violation count is 0.
- By startpoint and endpoint, the worst setup path is classified as in2reg.
- Clock-pin slew was measured on the worst setup and hold paths at 0.08 ns.
- The largest fanout on the critical path is 12.
- In this run the power spent charging and discharging nets is 0.2582 mW.
- The library cell used as clock root buffer reads sky130_fd_sc_hd__clkbuf_8.
- The total number of clock tree sinks is 44.
- The die outline height is 97.66 um.
- The die area reads 0.009537 sq mm.
- The cell area reported after detailed placement reads 0.003088 sq mm.
- By count the netlist is led by sky130_fd_sc_hd__dfxtp_1 (44), sky130_fd_sc_hd__inv_1 (36), sky130_fd_sc_hd__ha_1 (28).
- Setup repair after global routing left no endpoint under its margin.
- The cell count after synthesis is 318.
- The number of cells traversed by the worst register-to-register path reads 13.
- The area figure in the yosys stat output is 0.002745 sq mm.
- The via count of the first global-routing pass reads 2,087.
- Per the STA report, the cell with the highest stage delay on the worst path is sky130_fd_sc_hd__o21bai_2.
- Yosys reported a register bit count of 44.
- The data arrival time of the worst path reads 5.26 ns.
- Looking at the reg2reg group, the worst path ends at MinCost[6]$_SDFFE_PP1P_.
- The launch point of the worst min-delay path is recorded as MinCost[7]$_SDFFE_PP1P_.
- The count of library flops with an enable pin reads 0.
- The final design instance area without fill is 0.003169 sq mm.
- The global-route wire length before repair reads 9694 um.
- In this run the deepest clock path goes through 2 buffers.
- The initial antenna violation count came to 0.
- The type of the tightest min-delay check reads reg2reg.
- The most instantiated flip-flop cell in the synthesis netlist is sky130_fd_sc_hd__dfxtp_1.
- The netlist area before placement reads 0.002745 sq mm.
- The top layer reached by signal wires is met4.
- According to the floorplan log, the row count is 34.
- The footprint of the multi-input gates reads 0.001677 sq mm.
- The maximum number of pins on one net before global-route repair reads 22.
- The estimated wirelength of the detail-placed design reads 4327 um.
- The library cell occupying the most area in the post-synthesis netlist reads sky130_fd_sc_hd__dfxtp_1.
- The total congestion overflow reads 0.
- The clock tree synthesis step divided the H-tree into 2 levels.
- The worst clock skew is 0.008416 ns.
- The part of the power in registers reads 38.7%.
- The buffer count from post-CTS setup fixing reads 0.
- The number of DRC markers after the initial detailed-route iteration is 65.
- The count of input and output buffers is 26.
- For this run, the register share of the synthesized area comes to 32.09%.
- The core region is 0.008806 sq mm.
- The total CTS buffers reads 5.
- The analysis attributes to cell leakage a power of 1.394 nW.
- The period utilization is 56.24%.
- The power per cell area reads 207.6 mW/mm^2.
- The routed wire length on met3 reads 268 um.
## flip-flops by register name, summed over array words and instances (netlist names)
| name | count |
|---|---|
| MinCost | 10 |
| localCostReg_rd | 10 |
| MatchCount | 4 |
| tempIndexReg | 4 |
| J_SequenceReg | 3 |
| J_tempSequenceReg | 3 |
| headPTR | 3 |
| tailPTR | 3 |
| workIndexCnt | 3 |
| tempValueReg | 1 |
## metal layers
layer,vias to the layer above,track usage [%]
li1,1162,-
met5,-,0
met2,36,20.40
met3,4,2.782
met1,1057,18.35
met4,0,0.8159
## kinds of logic after synthesis
kind of cell | Yosys count | share of synthesized area [%]
buffers and inverters | 48 | 7.110
xor gates and xnor gates | 16 | 5.105
and+or+nand+nor | 89 | 17.05
AOI/OAI and AO/OA | 83 | 22.11
muxes | 8 | 2.917
adders and majority gates | 29 | 13.49
DFF | 44 | 32.09
other | 1 | 0.1366
## power groups by stage
stage	combinational, mW	clock (mW)	sequential, mW
final	0.281	0.122	0.254
after global routing	0.320	0.135	0.260
after CTS	0.282	0.127	0.255
## area by class of cell
type	count	area share, %
multi-input cells	228	52.90
flip-flops and latches	44	27.79
repair buffers	26	8.212
inverters	36	4.264
well taps	108	4.264
clock buffers	5	2.171
clock inverters	2	0.3948
## placed cells by master, fill, tap and decap left out, types with 3 or more instances in the layout
master / instances
sky130_fd_sc_hd__or2_2: 3
sky130_fd_sc_hd__nand3_1: 9
sky130_fd_sc_hd__nand2b_1: 4
sky130_fd_sc_hd__o22a_1: 3
sky130_fd_sc_hd__a2bb2oi_1: 7
sky130_fd_sc_hd__dfxtp_1: 44
sky130_fd_sc_hd__nor2_1: 24
sky130_fd_sc_hd__xor2_1: 5
sky130_fd_sc_hd__nor2b_1: 9
sky130_fd_sc_hd__mux2i_1: 8
sky130_fd_sc_hd__and2_1: 6
sky130_fd_sc_hd__a21o_1: 5
sky130_fd_sc_hd__nor3_1: 6
sky130_fd_sc_hd__o21ai_0: 10
sky130_fd_sc_hd__nand2_1: 11
sky130_fd_sc_hd__clkdlybuf4s50_1: 26
sky130_fd_sc_hd__nand4_1: 5
sky130_fd_sc_hd__xnor2_1: 11
sky130_fd_sc_hd__inv_1: 36
sky130_fd_sc_hd__and3_1: 4
sky130_fd_sc_hd__a211oi_1: 4
sky130_fd_sc_hd__clkbuf_8: 5
sky130_fd_sc_hd__a21oi_1: 19
sky130_fd_sc_hd__conb_1: 3
sky130_fd_sc_hd__o21a_1: 4
sky130_fd_sc_hd__ha_1: 28
sky130_fd_sc_hd__a31oi_1: 3
sky130_fd_sc_hd__o21bai_1: 3
## worst max-delay path: cells and delay by family
kind | cells | cell delay [ns]
fa+ha+maj | 3 | 0.87
compound gates | 6 | 1.73
simple gates | 3 | 0.38
buf+inv | 2 | 0.47
## worst max path at each step
| stage | endpoint | cells after the start | slack (ns) | from |
|---|---|---|---|---|
| CTS | MinCost[1]$_SDFFE_PP1P_ | 14 | 3.89 | Cost[0] |
| global route | MinCost[1]$_SDFFE_PP1P_ | 14 | 3.74 | Cost[0] |
| finish | MinCost[6]$_SDFFE_PP1P_ | 14 | 3.89 | Cost[0] |
## per-stage QoR
stage | cells | hold slack (ns) | util, %
after global placement | 442 | 0.4921 | 35.07
after global routing | 449 | 0.5358 | 35.99
final | 449 | 0.5123 | 35.99
after CTS | 449 | 0.5130 | 35.99
after detailed placement | 442 | 0.4881 | 35.07
after floorplan | 320 | 0.4364 | -
Power figures rest on the tool's default switching activity, not on a simulated workload.
